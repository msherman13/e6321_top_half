`/design/flow/design.v`:
```
module buffer
               (
                clk,
                enable,
                reset,
                data_in,
                Low_data_out,
				Hi_data_out,
				select,
				flags
                );
input clk;
input enable;
input reset;
input [31:0] data_in;
output [31:0] Low_data_out;
output [31:0] Hi_data_out;
output [31:0] select;
output flags;
wire [7:0] num1;
assign num1=8'b00000011;
flipflopHbu FIR_BU_F1(clk,enable,flags,reset,data_in,data_out1);
flipflopHbu FIR_BU_F2(clk,enable,flags,reset,data_out1,data_out2);
flipflopHbu FIR_BU_F3(clk,enable,flags,reset,data_out2,data_out3);
counter FIR_buff1(clk,enable,reset,flags,num1);	
assign Low_data_out=data_out3;
assign Hi_data_out=data_out2;
assign select=data_out1;	
endmodule
module counter (
	clk,
	start,
	reset,
	flags,
	num
	);
	input clk;
	input start;
	input reset;
	input [7:0] num;
	output flags;
	reg flags;
	reg [7:0] temp;
	always @(posedge clk) begin
		if (reset==1) begin
		   temp<=8'b00000000;
		   flags<=1'b0;
		end
		else if (start==1)begin
		    temp<=temp+1;
			if (temp==num) begin
				flags<=1'b1;
			end	
		end
		end
	endmodule
module flipflopHbu
               (
                clk,
                enable,
				flags,
                reset,
                data_in,
                data_out
                );
input clk;
input enable;
input reset;
input [31:0] data_in;
output [31:0] data_out;
reg [31:0] data_out;
input flags;
always @ (posedge clk)
if (reset==1)
    data_out<=32'b00000000000000000000000000000000;
else if (enable==1 && flags==0) 
data_out<=data_in;
endmodule
```
`/design/flow/constraint.sdc`:
```
current_design buffer

set clk_period 1.8
set clk_io_pct 0.2

create_clock -name clk0 -period $clk_period [get_ports {clk}]

set non_clock_inputs [all_inputs -no_clocks]
set_input_delay [expr $clk_period * $clk_io_pct] -clock clk0 $non_clock_inputs
set_output_delay [expr $clk_period * $clk_io_pct] -clock clk0 [all_outputs]
```
`/design/flow/config.mk`:
```
export PLATFORM = sky130hd
export DESIGN_NAME = buffer
export DESIGN_NICKNAME = buffer
export VERILOG_FILES = /design/flow/design.v
export SDC_FILE = /design/flow/constraint.sdc
export NUM_CORES = 4
export LEC_CHECK = 1
export CORE_AREA = 10 10 70 70
export DIE_AREA = 0 0 80 80
```
`/design/flow/run.sh`:
```
#!/bin/bash
# OpenROAD 26Q1-2900-gdf79404cd8, Yosys 0.63+post, stock flow scripts
make -C /OpenROAD-flow-scripts/flow DESIGN_CONFIG=/design/flow/config.mk WORK_HOME=/design/flow/orfs finish
```
==> flow_metrics.tcl <==
# implementation run metrics
set metrics [dict create \
    outcome "complete, no violations" \
    wl_per_cell_um 10.6 \
    drive_gt1_share_pct 4.49 \
    antennaDiodeCount 0 \
    dpl_cell_area_um2 980 \
    fin_ws_ps 323 \
    hold_buffers 0 \
    finalSetupViolations 0 \
    cts_buffer_depth 2 \
    hpwl_um 1920 \
    syn2layout_area_growth_pct -16.0 \
    endpoint_kind "primary output" \
    yosysTopAreaCellShare_pct 59.1 \
    syn-instance-count 146 \
    drt_pass1_iterations 4 \
    ys_ff 12 \
    ys_area_um2 1190 \
    num_vias 638 \
    top_cells_by_area "buf_4 (59%), dfxtp_1 (20%), mux2i_1 (3.4%), nor2_1 (3.1%), xor2_1 (2.2%)" \
    crit_arrival_ps 1120 \
    slowest_delay_ps 480 \
    cts_made_buffers 3 \
    warnings 56 \
    finalHoldViolations 0 \
    period_minus_slack_ps 1480 \
    common_cells "buf_4 (94), dfxtp_1 (12), nor2_1 (10), mux2i_1 (4)" \
    cts.sinks 12 \
    cts_tree "built" \
    avgSynthCellArea_um2 8.18 \
    die_w_um 80 \
    min_path_type "flop to flop" \
    rsz0062_at_grt "false" \
    cp_top_family "buffers and inverters" \
    grt_pass1_wl_um 3110 \
    yosysUniqueCellTypes 19 \
    finalCritPeriodShare_pct 82.0 \
    drc 0 \
    fp-row-count 21 \
    leakagePower_nw 0.537 \
    setup_tns_ps 0 \
    async_reset_ff_share_pct 0 \
    grt_max_degree 13 \
    ff_type "dfxtp_1" \
    slowest_stage "clkdlybuf4s50_1" \
    report.final.slew_viol_count 0 \
    drtAntennaViolNets 0 \
    place.port_buffers 7 \
    largest_area_cell "buf_4" \
    peakVddDrop_v 0.000169 \
    drt_iter0_drc 14 \
    routed_via_density 3.16 \
    startpoint_type "flop" \
    ys_cells 146 \
    routabilityCongestion 0.804 \
    wl_um 2150 \
    root_buffer "clkbuf_4" \
    power_w 0.000496 \
    grt_pass1_vias 723 \
    cts_resized 0 \
    path_cells "clkdlybuf4s50_1" \
    grt_antenna_before_repair 0 \
    core_um2 3420 \
    globalRoute.totalOverflow 0 \
    synth_warnings 10 \
    die-area_um2 6400 \
    path_max_fanout 3 \
    synth_top_cell_by_count "buf_4" \
    pre_cts_ws_ps 151 \
    clk_latency_ps 270 \
    finClkSkew_ps 4.04 \
    h-tree-depth 1 \
    critPathRequiredTime_ps 1440 \
    initCoreUtil_pct 34.9 \
    io_pins 132 \
    max_freq_mhz 677 \
    worstSetupPathType "flop to primary output" \
    track_usage_pct 5.61 \
    power_density_nw_per_um2 495 \
    post-cts-setup-buffers 0 \
    die_y_um 80 \
    crit_buf_inv 1 \
    fin_area_um2 1000 \
    cap_violations 0 \
    edf_count 0 \
    synth_area_um2 1190 \
    clkTransAtPathRegs_ps 70 \
    synth_seq_share_pct 20.1 \
]
-- cell type report --
type	instances	area, um2
Timing Repair Buffer	10	92.6
Tap cell	46	57.6
Multi-Input combinational cell	131	589
Fill cell	385	2410
Clock buffer	3	22.5
Sequential cell	12	240
-- kinds of logic (layout without fill, tap and decap cells) --
group	after synthesis	count (layout)	synth area share [%]
flops	12	12	20.1
other cells	1	93	0.314
compound gates	7	7	3.25
fa+ha+maj	1	1	1.05
xor+xnor	4	4	2.94
simple gates	22	22	9.54
buf+inv	95	13	59.4
mux	4	4	3.35
-- layer usage --
metal	share of wire, %	vias up	GRT usage, %	wire length, um
met5	0	-	0	0
met4	0	0	0.528	0
met3	9.0	0	1.82	193
met2	51	49	10.7	1090
met1	40	286	5.99	857
li1	-	303	-	-
-- power by group --
group / switching (W) / internal, W
logic: 0.0000304 / 0.0000247
clock network: 0.0000813 / 0.0000773
registers: 0.00000906 / 0.000273
total: 0.000121 / 0.000375
-- cell usage in the layout, fill, tap and decap left out --
master | synthesis | final
conb_1 | 1 | 93
dfxtp_1 | 12 | 12
nor2_1 | 10 | 10
clkdlybuf4s50_1 | 0 | 7
mux2i_1 | 4 | 4
xor2_1 | 3 | 3
nand4_1 | 3 | 3
o21ai_0 | 3 | 3
or3_1 | 3 | 3
a21oi_1 | 3 | 3
clkbuf_4 | 0 | 3
buf_4 | 94 | 3
nand3_1 | 2 | 2
nand2_1 | 1 | 1
xnor2_1 | 1 | 1
nor2b_1 | 1 | 1
nand4_2 | 1 | 1
nor4_1 | 1 | 1
a41oi_1 | 1 | 1
ha_1 | 1 | 1
-- tightest hold or removal path, delay by kind of cell (launching register included) --
family,cells,cell delay (ps)
compound gates,2,130
flops,1,320
-- metrics by stage --
stage / cells / hold slack [ps] / util, %
after floorplan: 238 / 429 / -
after detailed placement: 199 / 482 / 28.7
after global routing: 202 / 546 / 29.3
after CTS: 202 / 492 / 29.3
final: 202 / 490 / 29.3
after global placement: 199 / 474 / 28.7
-- final timing paths --
| kind | from | cells after the start | to | slack (ps) |
|---|---|---|---|---|
| worst max-delay path | FIR_buff1.flags$_SDFFE_PP0P_ | 1 | flags | 320 |
| worst min register to register | FIR_buff1.temp[7]$_SDFFE_PP0P_ | 2 | FIR_buff1.temp[7]$_SDFFE_PP0P_ | 490 |
| worst max register to register | FIR_buff1.temp[0]$_SDFFE_PP0P_ | 4 | FIR_buff1.temp[6]$_SDFFE_PP0P_ | 510 |
| worst min-delay path | FIR_buff1.temp[7]$_SDFFE_PP0P_ | 2 | FIR_buff1.temp[7]$_SDFFE_PP0P_ | 490 |
-- sequential cells by signal (all words and copies together), names as in the netlist --
register            flops
FIR_buff1.flags         1
FIR_BU_F1.data_out      1
FIR_BU_F2.data_out      1
FIR_BU_F3.data_out      1
FIR_buff1.temp          8
Power and IR drop assume default switching activity.
