### flow/design.v
`timescale 1ns / 1ps
module bin_to_float(
  clk,
    reset,
    enable,
   btf_data_input,
      btf_data_output
    );
    input clk;
    input reset;
    input enable;
    input [15:0] btf_data_input;
    output [31:0] btf_data_output;
	reg [31:0] btf_data_output;
	reg [15:0] temp;
always@(posedge clk) 
	if (reset==1) begin
		btf_data_output<=32'b0;
	end else begin
	btf_data_output[31]<=btf_data_input[15];
	temp<=btf_data_input[14:0];
	btf_data_output[7:0]<=0;
	if (btf_data_input[14]==1'b1)begin
		btf_data_output[30:23]<=141;
		btf_data_output[22:8]<=temp<<1;
	end else if (btf_data_input[13]==1'b1) begin
		btf_data_output[30:23]<=140;
		btf_data_output[22:8]<=temp<<2;
	end else if (btf_data_input[12]==1'b1) begin
		btf_data_output[30:23]<=139;
		btf_data_output[22:8]<=temp<<3;
	end else if (btf_data_input[11]==1'b1) begin
		btf_data_output[30:23]<=138;
		btf_data_output[22:8]<=temp<<4;
	end else if (btf_data_input[10]==1'b1) begin
		btf_data_output[30:23]<=137;
	   btf_data_output[22:8]<=temp<<5;
	end else if (btf_data_input[9]==1'b1) begin
		btf_data_output[30:23]<=136;
	    btf_data_output[22:8]<=temp<<6;
	end else if (btf_data_input[8]==1'b1) begin
		btf_data_output[30:23]<=135;
	    btf_data_output[22:8]<=temp<<7;
	end else if (btf_data_input[7]==1'b1) begin
		btf_data_output[30:23]<=134;
	   btf_data_output[22:8]<=temp<<8;
	end else if (btf_data_input[6]==1'b1) begin
		btf_data_output[30:23]<=133;
		btf_data_output[22:8]<=temp<<9;
	end else if (btf_data_input[5]==1'b1) begin
		btf_data_output[30:23]<=132;
		btf_data_output[22:8]<=temp<<10;
	end else if (btf_data_input[4]==1'b1) begin
		btf_data_output[30:23]<=131;
		btf_data_output[22:8]<=temp<<11;
	end else if (btf_data_input[3]==1'b1) begin
		btf_data_output[30:23]<=130;
		btf_data_output[22:8]<=temp<<12;
	end else if (btf_data_input[2]==1'b1) begin
		btf_data_output[30:23]<=129;
		btf_data_output[22:8]<=temp<<13;
	end else if (btf_data_input[1]==1'b1) begin
		btf_data_output[30:23]<=128;
		btf_data_output[22:8]<=temp<<14;
	end else if (btf_data_input[0]==1'b1) begin
		btf_data_output[30:23]<=127;
		btf_data_output[22:8]<=temp<<15;
		end
	end
endmodule
### flow/run.sh
#!/bin/bash
# OpenROAD 26Q1-2900-gdf79404cd8, Yosys 0.63+post, stock flow scripts
make -C /OpenROAD-flow-scripts/flow DESIGN_CONFIG=/design/flow/config.mk WORK_HOME=/design/flow/orfs finish
### flow/config.mk
export PLATFORM = sky130hd
export DESIGN_NAME = bin_to_float
export DESIGN_NICKNAME = bin_to_float
export VERILOG_FILES = /design/flow/design.v
export SDC_FILE = /design/flow/constraint.sdc
export NUM_CORES = 4
export LEC_CHECK = 1
export CORE_UTILIZATION = 30
### flow/constraint.sdc
current_design bin_to_float

set clk_period 5.4
set clk_io_pct 0.2

create_clock -name clk0 -period $clk_period [get_ports {clk}]

set non_clock_inputs [all_inputs -no_clocks]
set_input_delay [expr $clk_period * $clk_io_pct] -clock clk0 $non_clock_inputs
set_output_delay [expr $clk_period * $clk_io_pct] -clock clk0 [all_outputs]
==> impl_metrics.toml <==
# yosys + openroad results
[run_status]
status = "finished, final reports clean"

[logic_synthesis]
syn_area_um2 = 2162
flop_cell = "dfxtp_1"
synth-edff-count = 14
ys_seq_elements = 35
yosysUniqueCellTypes = 44
yosys-stat-area_um2 = 2162
async_flop_share_pct = 0
yosysWarnings = 1
ys_cells = 241
yosysSeqAreaShare_pct = 38.89
syn_avg_cell_area_um2 = 8.971
synthCells = 241

[die]
initCoreUtil_pct = 31.48
die_w_um = 86.90
dieArea_um2 = 7551
die_height_um = 86.90
num_rows = 30
pin_count = 51
core-area_um2 = 6869

[route]
wl_met3_um = 571
wl_per_cell_um = 16.66
first_pass_iters = 6
m1WireLength_mm = 2.706
n_antenna_cell = 0
finalWirelength_mm = 6.066
viasPerCell = 5.684
drc_errors = 0
drt_iter0_drc = 253
ant_nets = 0
vias = 2069
dr_wl_met2_mm = 2.718
highest_layer = "met4"

[final_timing]
rsz0062_at_grt = "no"
fmax_ghz = 0.3010
slew_headroom_pct = 45.20
worstMarginPinSlew_ns = 0.8193
setup_viol = 0
setup_slack_ns = 2.078
tns_ns = 0
min_period_over_period_pct = 61.51
slew_violations = 0
min_period_ns = 3.322
fin_skew_ns = 0.01057
hold_violations = 0

[setup_path]
cp-start-kind = "input port"
crit_family = "simple AND/OR/NAND/NOR gates"
arrival_ns = 3.52
r2r_slack_ns = 3.44
worst_ep_required_time_ns = 5.60
critical_path_class = "in -> reg"
path_buffers = 1
crit_fanout = 19
r2r_cells = 5
r2r-start = "temp[1]"
rr_endpoint = "btf_data_output[17]"
cp_cell_sequence = "clkdlybuf4s50_1 > nor2_1 > nand3_2 > nor3_4 > a221oi_1 > a221oi_2"
crit_slowest_cell = "nor3_4"
slowest_delay_ns = 0.71
worst_setup_path_end_kind = "flop"

[clocking]
post_cts_resized = 0
cts-root-buf = "clkbuf_8"
clk_latency_ns = 0.29
clock-sinks = 35
cts_max_level = 2
clkSlewWorstSetupHoldPaths_ns = 0.07
cts_tree = "done"
hold_buffers = 0
clockBufferDepth = 2
postCtsSetupBuffers = 0
cts_made_buffers = 5

[placed_design]
gp_congestion = 0.9314
hpwlAfterDp_mm = 4.199
pre_cts_slack_ns = 1.755
port_buffers = 40

[flow_run]
warnings = 26
drv_cap = 0

[grt]
grt_overflow = 0
grt_pass1_vias = 1958
grt_max_degree = 22
grt_pass1_wl_mm = 10.08
track_usage_pct = 17.42
antenna_found_initial = 0

[worst_hold_path]
min_path_cells = 2
min_to = "btf_data_output[13]"
hp-start = "btf_data_output[13]"
min_path_type = "reg -> reg"

[finish]
final_common_cell = "clkdlybuf4s50_1"
area_delta_synth_final_pct = 21.93
final_util_pct = 38.38
final_cell_mix = "clkdlybuf4s50_1 (40), a21oi_1 (21), dfxtp_1 (21)"
post_route_cells_drive_above_1_share_pct = 5.970

[power_and_ir_drop]
leakage_nw = 0.8682
p_int_uw = 449.0
ir_drop_mv = 0.1160
power_frac_comb_pct = 19.4
p_per_area_nw_per_um2 = 236.7
switching_power_uw = 175.1
clkPwrFrac_pct = 29.2
seq_power_share_pct = 51.3
sw_frac_of_total_pct = 28.05
==> routing by layer <==
| metal | global-route usage (%) | vias up |
|---|---|---|
| li1 | - | 966 |
| met1 | 27.38 | 971 |
| met2 | 25.84 | 119 |
| met3 | 3.558 | 13 |
| met4 | 2.576 | 0 |
| met5 | 0 | - |
==> sequential cells by signal, indices dropped and copies added (netlist names) <==
signal           flops
btf_data_output     21
temp                14
==> through the flow <==
stage	hold slack [ns]	total power [mW]	cells	instance area, µm²
final	0.4649	0.6241	364	2636
after global routing	0.4890	0.6568	364	2636
after CTS	0.4660	0.6271	364	2636
after detailed placement	0.4565	0.4458	356	2556
after global placement	0.4472	0.4464	356	2556
after floorplan	0.4218	0.3882	249	2192
==> area by class of cell <==
| cell class | count | area [µm²] |
|---|---|---|
| Clock buffer | 8 | 80.08 |
| Sequential cell | 35 | 840.8 |
| Multi-Input combinational cell | 173 | 1142 |
| Tap cell | 96 | 120.1 |
| Fill cell | 683 | 4233 |
| Timing Repair Buffer | 42 | 415.4 |
| Inverter | 10 | 37.54 |
==> power by group through the flow <==
stage | sequential (mW) | clock (mW) | combinational [mW]
after CTS | 0.320 | 0.186 | 0.121
after global routing | 0.323 | 0.198 | 0.135
final | 0.320 | 0.183 | 0.121
==> synth_stat cells (3+ instances only) <==
library cell | number | share of area, %
a221o_1 | 4 | 1.9
a22oi_1 | 8 | 2.8
o21ai_1 | 3 | 0.69
buf_2 | 5 | 1.2
a31oi_1 | 5 | 1.4
nor2_1 | 13 | 2.3
nor2b_1 | 11 | 3.2
nand3b_1 | 4 | 1.4
edfxtp_1 | 14 | 19
nor3_1 | 7 | 1.6
clkbuf_1 | 11 | 1.9
a221oi_1 | 15 | 6.1
nand2b_1 | 6 | 1.7
buf_4 | 11 | 3.8
dfxtp_1 | 21 | 19
inv_1 | 10 | 1.7
o21ai_0 | 8 | 1.9
nand2_1 | 13 | 2.3
buf_1 | 3 | 0.52
or2_1 | 3 | 0.87
o22ai_1 | 7 | 2.0
a222oi_1 | 4 | 1.9
a21oi_1 | 21 | 4.9
o221ai_1 | 7 | 2.8
==> worst reg2reg max path, stage by stage, from the launching register on <==
cell and delay, ns:
edfxtp_1 0.66, a21oi_1 0.14, a221oi_1 0.30, a2111oi_0 0.11, or3_1 0.46, a221oi_2 0.22
==> kinds of logic after synthesis <==
logic type             share of synthesized area, %
AOI/OAI and AO/OA                             33.85
DFF                                           38.89
other                                        0.1734
buffers and inverters                         9.664
and+or+nand+nor                               17.42
==> worst max-delay path by stage <==
stage                 slack (ns)                   to  depth (start not counted)               start
after global routing        1.81  btf_data_output[17]                          6  btf_data_input[10]
after CTS                   2.07  btf_data_output[17]                          6  btf_data_input[10]
final                       2.08  btf_data_output[17]                          6   btf_data_input[8]
No activity file was given, so power comes from the tool's default toggle rates.
