===== /design/flow/design.v =====
module lzencode(sum, normalshift);
input [25:0] sum;
output [4:0] normalshift;
assign normalshift =
		sum[25] ? 0 :
		sum[24] ? 1 :
		sum[23] ? 2 :
		sum[22] ? 3 :
		sum[21] ? 4 :
		sum[20] ? 5 :
		sum[19] ? 6 :
		sum[18] ? 7 :
		sum[17] ? 8 :
		sum[16] ? 9 :
		sum[15] ? 10 :
		sum[14] ? 11 :
		sum[13] ? 12 :
		sum[12] ? 13 :
		sum[11] ? 14 :
		sum[10] ? 15 :
		sum[9] ? 16 :
		sum[8] ? 17 :
		sum[7] ? 18 :
		sum[6] ? 19 :
		sum[5] ? 20 :
		sum[4] ? 21 :
		sum[3] ? 22 :
		sum[2] ? 23 :
		sum[1] ? 24 : 25;
endmodule
module normlize(sum, biggerexp, presticky, guard, effop, undertrap, normsum,
	normalshift, round, sticky, zero, denorm, inex, overexp);
input	[25:0]		sum;		 
input	[8-1:0]		biggerexp;	 
input				presticky;	 
input				guard;		 
input				effop;		 
input				undertrap;	 
output	[23-1:0]		normsum;	 
output	[5-1:0]		normalshift;	 
output				round;		 
output				sticky;		 
output				zero;		 
output				denorm;		 
output				inex;		 
output	[8:0]		overexp;	 
wire	[8-1:0]		biasexp;	 
wire	[5-1:0]		shiftamount;	 
wire	[25:0]		shiftedsum;	 
wire				shifttwo;	 
lzencode normalshift_1(sum,normalshift);
assign overexp = biggerexp - normalshift;
assign shiftamount = (overexp[8] & ~undertrap) ? biggerexp : normalshift;
assign shiftedsum = sum << shiftamount;
assign shifttwo = effop & ~|normalshift[5-1:2] & normalshift[1] & ~normalshift[0];
assign normsum = shiftedsum[25-1:2];
assign round = shifttwo ? (presticky ^ guard) : (~(|normalshift[5-1:1] & effop) & shiftedsum[1]);
assign sticky = shifttwo ? presticky : (shiftedsum[0] | guard | presticky);
assign zero = ~|shiftedsum;		 
assign denorm = overexp[8] & |normsum;
assign inex = round | sticky;		 
endmodule

===== /design/flow/run.sh =====
#!/bin/bash
# OpenROAD 26Q1-2900-gdf79404cd8, Yosys 0.63+post, stock flow scripts
make -C /OpenROAD-flow-scripts/flow DESIGN_CONFIG=/design/flow/config.mk WORK_HOME=/design/flow/orfs finish

===== /design/flow/config.mk =====
export PLATFORM = sky130hd
export DESIGN_NAME = normlize
export DESIGN_NICKNAME = normlize
export VERILOG_FILES = /design/flow/design.v
export SDC_FILE = /design/flow/constraint.sdc
export NUM_CORES = 4
export LEC_CHECK = 1
export CORE_UTILIZATION = 40

===== /design/flow/constraint.sdc =====
current_design normlize

set clk_period 17.7
set clk_io_pct 0.2

create_clock -name clk0 -period $clk_period

set non_clock_inputs [all_inputs -no_clocks]
set_input_delay [expr $clk_period * $clk_io_pct] -clock clk0 $non_clock_inputs
set_output_delay [expr $clk_period * $clk_io_pct] -clock clk0 [all_outputs]

==> results_slide.txt <==
Implementation Results

Run status
  – Status: complete, no violations

STA
  – Slew Viols, Final: 0
  – Fmax: 72.0 MHz
  – Rel. slew slack: 0.407
  – Final Hold Violation Tally: 0
  – Unrepaired setup endpoints after global routing: no
  – Fin crit period: 13.89 ns
  – Cycle use final: 0.785
  – Worst slew pin tran: 0.890 ns
  – Setup TNS: 0 ns
  – # setup viols final: 0

Finish
  – Ratio of cells with drive above 1 in the final layout: 0.0539
  – Final core occ: 0.562
  – Register area: 0 um^2
  – Clock buffer cells: 0
  – Area growth, synth to finish: 31.9%
  – Seq_cells: 0

Synth
  – Post-Synthesis Cells: 424
  – Mapped Avg Cell Area: 6.13 um^2
  – Ys Warns: 0
  – Top cell area share: 0.0886
  – Post-synth top area cell: mux2i_1
  – Adder-cell area share of the yosys netlist: 0.0318
  – Chip Area, Yosys: 2600 um^2
  – Post-synthesis xor/xnor area fraction: 0.0236
  – Synth logic family: AND-OR/OR-AND gates
  – Yosys Instances: 424
  – Sequential element share of the synthesized area: 0
  – Yosys simple share: 0.342
  – Synth cell types: 69
  – Ao+oa area frac: 0.413
  – Synthesized cell area: 2600 um^2
  – Biggest area cells: mux2i_1 8.9%, nand3_1 6.9%, a21oi_1 6.2%
  – Mux area share: 0.106

Global routing
  – Largest net degree at the start of global routing: 32
  – Antenna violations before repair: 0
  – GRT Overall Usage: 0.353
  – First-pass GRT wire length: 17900 um
  – GR Overflow Total: 0
  – Number of global-route vias before repair: 3314

CTS
  – Setup Buffers After CTS: 0
  – CTS Hold Bufs: 0
  – Post-cts resize count: 0

Flow run
  – Count of tool warnings: 33
  – Max_cap viols: 0

Pwr
  – Net Sw Power: 0.0561 mW
  – Net Sw Frac: 0.513
  – Clock group share of total power: 0
  – Pwr/cell area: 31.9 nW/um^2
  – Worst vdd ir: 20.1 uV
  – Leakage power: about 1.3 nW
  – Internal cell power: roughly 0.053 mW
  – Comb pwr share: 1.000
  – Seq pwr share: 0

Hold path
  – HP Class: input port to output pin
  – Hold Path Sink: overexp[5]
  – Hold path depth: 3
  – Hold_sp: biggerexp[5]

Floorplan
  – Die area: 6820 um^2
  – Fp util: 0.426
  – Core Box Area: 6100 um^2
  – Die Y: 82.6 um
  – Io pins: about 80
  – Die Width: 82.6 um
  – Rows: 28

Worst setup path
  – CP Cell Sequence: clkdlybuf4s50_1 > nand2b_1 > a221oi_1 > o41ai_1 > nand2_1 > nor2_1 > ha_1 > inv_1 > fa_1 > a211oi_1 > o21a_1 > nand2_1 > and4_1 > buf_4 > nor2_2 > mux2i_1 > a222oi_1 > o221ai_1 > nor4_1 > and4_1 > and3b_1 > clkdlybuf4s50_1
  – Critical path peak fanout: 25
  – Required @ worst endpoint: between 10 and 15 ns
  – CP Launch Type: input port
  – Kind of end point of the critical path: output pin
  – Critical path type: input port to output pin
  – Worst Path Arrival: around 10 ns
  – Slowest CP cell: a222oi_1
  – CP max stage delay: 0.68 ns

Drt
  – N_diodes: 0
  – Vias per cell: 6.94
  – ANT nets after route: 0
  – Drt first pass iters: 5
  – Wire per inst: 20.7 um
  – Final wirelength: 11500 um
  – Violation count after the first detailed-route iteration: ~480
  – # DRC: 0
  – Vias: 3864

Place
  – Final RePlAce weighted congestion: approximately 1.0
  – Count of input and output buffers: 80
  – Detail Placement HPWL: a little under 9000 um
kinds of logic (layout without fill, tap and decap cells):
logic type | Yosys count | in the layout
AOI/OAI and AO/OA | 157 | 157
xor gates and xnor gates | 7 | 7
adders and majority gates | 6 | 6
buffers and inverters | 51 | 109
muxes | 26 | 26
and+or+nand+nor | 177 | 177
worst max-delay path: cells and delay by family:
kind,cells,cell delay (ns)
mux,1,0.29
simple gates,9,2.53
fa+ha+maj,2,0.63
compound gates,6,1.98
buf+inv,4,1.36
synth_stat cells, drive strengths merged (2+ instances only):
master,number
and4,3
nor4,11
xnor2,3
a2111oi,2
nor3,18
a32o,3
a221oi,6
a21boi,4
a211o,2
clkbuf,21
a32oi,5
nand3,36
o21a,2
o2111ai,2
mux2,2
mux2i,23
a22oi,3
and3,4
o311ai,2
ha,5
a21o,6
xor2,4
and2,5
o22a,2
o22ai,3
nor2,42
or4,3
nand2,30
or2,6
buf,11
a31oi,7
o41ai,2
a211oi,14
a311o,2
a21oi,32
o21ai,35
o211ai,11
nand2b,8
nand4,5
o221ai,2
inv,19
metrics by stage:
stage	std cells	cell area, um^2	power, mW	setup slack [ns]	hold slack, ns
after global placement	557	3430	0.107	4.24	8.08
after floorplan	424	2600	0.0554	6.46	7.10
after global routing	557	3430	0.118	3.20	8.10
after detailed placement	557	3430	0.106	4.01	8.08
final	557	3430	0.109	3.81	8.08
after CTS	557	3430	0.107	3.98	8.08
cells in the final DEF, fill, tap and decap left out, drive strengths merged, types with 4 or more instances in the layout:
cell type      instances
and2                   5
nand3                 36
o211ai                11
nand2                 30
xor2                   4
inv                   19
a221oi                 6
clkdlybuf4s50         80
nor2                  42
a21o                   6
or2                    6
and3                   4
nor3                  18
a31oi                  7
a211oi                14
a21boi                 4
nand2b                 8
a21oi                 32
nor4                  11
o21ai                 35
a32oi                  5
mux2i                 23
buf                   10
nand4                  5
ha                     5
power groups by stage:
stage	registers (mW)	logic (mW)	clock network, mW
after CTS	0	0.107	0
after global routing	0	0.118	0
final	0	0.109	0
cell type report:
class	instances	area (um^2)
fillers	599	2670
inverters	19	71.3
multi-input cells	373	2390
well taps	75	93.8
repair buffers	90	876
per-layer routing:
| layer | global-route usage | up-vias | routed length, um |
|---|---|---|---|
| met4 | 0.0828 | 0 | 382 |
| met5 | 0 | - | 0 |
| met2 | 0.512 | 303 | 4790 |
| met1 | 0.544 | 1759 | 4820 |
| met3 | 0.0535 | 41 | 1550 |
| li1 | - | 1761 | - |
worst max path at each step:
| stage | start | end | slack [ns] | depth (start not counted) |
|---|---|---|---|---|
| 4_1_cts | sum[14] | zero | 3.98 | 22 |
| 5_1_grt | sum[14] | zero | 3.20 | 22 |
| 6_report | sum[14] | zero | 3.81 | 22 |
No activity file was given, so power comes from the tool's default toggle rates.
