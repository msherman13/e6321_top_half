**flow/design.v**
```verilog
module mantadd(sa, sb, x, y, op, sum, presticky, guard, effop);
input				sa;		 
input				sb;		 
input	[23+1:0]		x;		 
input	[23+25+1:0]	y;		 
input				op;		 
output	[25:0]		sum;		 
output				presticky;	 
output				guard;		 
output				effop;		 
wire	[23+3:0]		yinput;		 
wire				carry;		 
assign effop = sa ^ sb ^ op;			 
assign presticky = |y[23:0];			 
assign guard = y[23+1];			 
assign yinput = effop ? ~{1'b0, y[23+25+1:25]} :
	y[23+25+1:25];		 
assign carry = ~(presticky | guard) & effop;	 
assign sum = x + yinput + carry;		 
endmodule
```
**flow/run.sh**
```bash
#!/bin/bash
# OpenROAD 26Q1-2900-gdf79404cd8, Yosys 0.63+post, stock flow scripts
make -C /OpenROAD-flow-scripts/flow DESIGN_CONFIG=/design/flow/config.mk WORK_HOME=/design/flow/orfs finish
```
**flow/config.mk**
```make
export PLATFORM = sky130hd
export DESIGN_NAME = mantadd
export DESIGN_NICKNAME = mantadd
export VERILOG_FILES = /design/flow/design.v
export SDC_FILE = /design/flow/constraint.sdc
export NUM_CORES = 4
export LEC_CHECK = 1
export CORE_AREA = 10 10 95 95
export DIE_AREA = 0 0 105 105
```
**flow/constraint.sdc**
```tcl
current_design mantadd

set clk_period 19.8
set clk_io_pct 0.2

create_clock -name clk0 -period $clk_period

set non_clock_inputs [all_inputs -no_clocks]
set_input_delay [expr $clk_period * $clk_io_pct] -clock clk0 $non_clock_inputs
set_output_delay [expr $clk_period * $clk_io_pct] -clock clk0 [all_outputs]
```
==> results.py <==
# Generated from Yosys and OpenROAD reports
metrics = {
    "global_route": {
        "grt_use_total_pct": 10.4,
        "antenna_found_initial": 0,
        "overflow": 0,
        "grt_pass1_vias": 2049,
        "grt_pass1_wl_um": 9850,
        "grt_max_degree": 16,
    },
    "critical_path": {
        "path_class": "in -> out",
        "end_kind": "primary output",
        "cp_max_fo": 15,
        "critical_path_required_ns": 15.84,
        "worstSetupStartpointType": "primary input",
        "cp.arrival_ns": 7.74,
    },
    "layout": {
        "stdcell_area_mm2": 0.00283,
        "regArea_um2": 0,
        "num-clock-buffers": 0,
        "fin_util_pct": 40.9,
        "flop-count": 0,
        "area_growth_pct": 71.9,
        "drive_gt1_share_pct": 3.59,
    },
    "timing": {
        "hold_ws_ns": 8.76,
        "setup_viol": 0,
        "drv_slew": 0,
        "hold_viol": 0,
        "worst_pin_slew_ns": 0.633,
        "tns_ns": 0,
        "rsz0062_at_grt": "no",
        "fmax_ghz": 0.0855,
        "slew_headroom_pct": 57.8,
        "finalCritPeriodShare_pct": 59.1,
        "period_needed_ns": 11.70,
    },
    "place": {
        "io_buffers": 107,
        "hpwlAfterDp_um": 5460,
        "gp_congestion": 0.850,
        "place_area_mm2": 0.00283,
    },
    "logic_synthesis": {
        "top_area_cell": "xnor2_1",
        "aoi_share_pct": 27.3,
        "top_area_share_pct": 20.8,
        "ys_sh_xor_pct": 27.1,
        "synth_area_mm2": 0.00165,
        "synth_chip_area_mm2": 0.00165,
        "mux_share_pct": 0,
        "most_common_cell": "xnor2_1",
        "yosysCellCount": 231,
        "ys_warn_count": 0,
        "ys_sh_adder_pct": 20.7,
        "synthTopLogicFamily": "AND-OR/OR-AND gates",
        "ys_types": 44,
        "syn_inst": 231,
        "synth-simple-area-share_pct": 21.4,
        "synth_seq_share_pct": 0,
        "synthTopCellsByCount": "xnor2_1, a21oi_1, ha_1, nand2_1",
        "postSynthAreaPerCell_um2": 7.12,
        "area_leaders": "xnor2_1, ha_1, a21oi_1",
    },
    "route": {
        "antenna_left": 0,
        "totalWireLength_um": 6160,
        "routed-via-count": 2004,
        "drt_iter0_markers": 76,
        "drc": 0,
        "first_pass_iters": 4,
        "n_antenna_cell": 0,
        "post_drt_via_cell_ratio": 4.66,
        "wl_per_cell_um": 14.3,
    },
    "floorplanning": {
        "fp.dieW_um": 105,
        "chip_area_mm2": 0.0110,
        "fp.coreArea_mm2": 0.00691,
        "rows": 30,
        "ios": 107,
        "fp_util_pct": 23.8,
        "fp.dieH_um": 105,
    },
    "power": {
        "p_leak_nw": 1.06,
        "p_per_area_mw_per_mm2": 69.2,
        "ir_drop_uv": 26.0,
    },
    "flow_run": {
        "maxCapViolations": 0,
        "warnings": 32,
    },
    "clock_network": {
        "post_cts_buffers": 0,
        "post_cts_resized": 0,
        "cts-hold-fix-buffers": 0,
    },
    "worst_hold_path": {
        "hp-class": "in -> out",
    },
    "run_status": {
        "status": "finished clean",
    },
}
-- critical path, stage by stage --
cell	delay [ns]
clkdlybuf4s50_1	0.41
xor2_1	0.21
xnor2_4	0.54
buf_4	0.37
xnor2_1	0.15
fa_1	0.44
a21oi_1	0.22
o22ai_1	0.16
o21ai_2	0.18
a211oi_1	0.12
o32ai_1	0.30
xnor2_1	0.16
clkdlybuf4s50_1	0.52
-- routing by layer --
layer / share of wire [%] / track usage (%) / up-vias / wire [um]
met4: 0 / 0 / 0 / 0
met5: 0 / 0 / - / 0
met3: 5.7 / 2.24 / 0 / 351
li1: - / - / 1057 / -
met1: 47 / 13.7 / 890 / 2870
met2: 48 / 18.2 / 57 / 2930
-- layout by cell type, fill, tap and decap left out, types with 2 or more instances in the layout --
master           count
xor2_1              10
clkdlybuf4s50_1    107
or3_1                4
nand2_1             23
a31oi_1              2
a211oi_1             2
xnor2_1             39
nor3_1               6
o21bai_1             2
nand4_1              3
and3_1               2
a21oi_1             27
nor2_1              14
o22ai_1              2
fa_1                 2
o21ai_1              3
a211oi_2             3
nor2b_1              2
o21ai_0             14
a21o_1               4
nand3_1              5
nor4_1               6
nor3_2               2
inv_1                8
ha_1                24
-- final timing paths --
kind | start | to | slack (ns) | depth (start not counted)
setup / recovery | sa | sum[24] | 8.10 | 13
hold / removal | y[24] | guard | 8.76 | 2
-- layout make-up --
type | instances | area, um2
Fill cell | 734 | 4080
Multi-Input combinational cell | 218 | 1600
Timing Repair Buffer | 108 | 1080
Tap cell | 96 | 120
Inverter | 8 | 30.0
-- through the flow --
step	power (mW)	std cells	setup slack (ns)
4_1_cts	0.199	430	8.06
3_5_place_dp	0.197	430	8.08
2_1_floorplan	0.0990	231	9.57
3_3_place_gp	0.197	430	8.13
6_report	0.196	430	8.10
5_1_grt	0.217	430	7.79
-- power by group --
| part | switching [mW] | internal [mW] | total, mW |
|---|---|---|---|
| combinational | 0.0823 | 0.113 | 0.196 |
| sequential | 0 | 0 | 0 |
| clock | 0 | 0 | 0 |
| total | 0.0823 | 0.113 | 0.196 |
-- cell families after synthesis --
| group | after synthesis |
|---|---|
| AOI/OAI and AO/OA | 71 |
| and+or+nand+nor | 71 |
| xor gates and xnor gates | 50 |
| adders and majority gates | 26 |
| buffers and inverters | 13 |
Power figures rest on the tool's default switching activity, not on a simulated workload.
