**flow/design.v**
```verilog
module fpalign(a, b, x, y, biggerexp, abig);
input	[32-2:0]		a;		 
input	[32-2:0]		b;		 
output	[23+1:0]		x;		 
output	[23+25+1:0]	y;		 
output	[8-1:0]		biggerexp;	 
output				abig;		 
wire	[8-1:0]		expa;		 
wire	[8-1:0]		expb;		 
wire	[8-1:0]		smallerexp;	 
wire	[8-1:0]		shift;		 
wire				azero;		 
wire				bzero;
wire	[5-1:0]		shiftamount;	 
wire				smallshift;	 
wire	[23+1:0]		aval;		 
wire	[23+1:0]		bval;		 
wire	[2*23+4:0]		yprelim;	 
assign azero = ~|a[32-2:23];			 
assign bzero = ~|b[32-2:23];
assign expa = azero ? 8'b1 : a[32-2:23];	 
assign expb = bzero ? 8'b1 : b[32-2:23];	 
assign abig = (a[32-2:0] > b[32-2:0]);		 
assign biggerexp = abig ? expa : expb;			 
assign smallerexp = abig ? expb : expa;			 
assign shift = biggerexp - smallerexp;
assign smallshift = shift < (25+1);
assign shiftamount = smallshift ? shift[5-1:0] : 25;
assign aval = { ~azero, a[23-1:0], 1'b0};
assign bval = { ~bzero, b[23-1:0], 1'b0};
assign yprelim = { (abig ? bval : aval), 25'b0};
assign y = yprelim >> shiftamount;
assign x = abig ? aval : bval;
endmodule
```
**flow/run.sh**
```bash
#!/bin/bash
# OpenROAD 26Q1-2900-gdf79404cd8, Yosys 0.63+post, stock flow scripts
make -C /OpenROAD-flow-scripts/flow DESIGN_CONFIG=/design/flow/config.mk WORK_HOME=/design/flow/orfs finish
```
**flow/config.mk**
```make
export PLATFORM = sky130hd
export DESIGN_NAME = fpalign
export DESIGN_NICKNAME = fpalign
export VERILOG_FILES = /design/flow/design.v
export SDC_FILE = /design/flow/constraint.sdc
export NUM_CORES = 4
export LEC_CHECK = 1
export CORE_UTILIZATION = 40
```
**flow/constraint.sdc**
```tcl
current_design fpalign

set clk_period 22.8
set clk_io_pct 0.2

create_clock -name clk0 -period $clk_period

set non_clock_inputs [all_inputs -no_clocks]
set_input_delay [expr $clk_period * $clk_io_pct] -clock clk0 $non_clock_inputs
set_output_delay [expr $clk_period * $clk_io_pct] -clock clk0 [all_outputs]
```
==> reports/results.txt <==
Status: finished clean
Hold Worst Slack: 10.14 ns
Vias: 6,628
First-pass GRT wire length: 33,800 um
Commonest cells in the netlist: nand2_1, nor2_1, o21ai_0
# port buffers: 144
Fill count: 1,126
Num ports: 146
Flop pwr share: 0%
Final period util: 73.7%
Crit path buffers/inverters: 5
Slew @ Worst Pin: 0.993 ns
Worst Path Required: 18.24 ns
Clock share of power: 0%
Worst EP arrival: 12.25 ns
# diodes: 0
Die area: 0.0125 mm2
Die W: 112 um
WL final: 21,700 um
Critical path launch point type: input pin
# Cells Yosys: 758
Final instance area: 0.00629 mm2
Top area cell types: ha_1, mux2i_1, nand2_1
Initial antenna violation count: 0
Yosys chip area: 0.00482 mm2
Vias in the first global route: 6,099
Crit-path cells: clkdlybuf4s50_1, inv_1, ha_1, nand4_1, nor4_2, a22oi_1, and2_1, nor2_2, nand2_2, inv_2, buf_4, o21ai_0, ha_1, a21oi_1, a31oi_2, xnor2_1, nand3_1, o221ai_1, a32oi_1, mux2i_1, a2bb2oi_1, mux2i_1, clkdlybuf4s50_1
Max-Cap Viols: 0
Total Power: 544 uW
Count leader, synth: nand2_1
Net Sw Frac: 55.9%
HPWL after DPL: 17,100 um
RSZ-0062 raised after global routing: no
Vias/cell: 6.56
Routed Antenna Nets: 0
DIE HEIGHT: 112 um
Combinational power share: 100.0%
Hold crit path type: input pin to output port
Internal power: 240 uW
Final Hold Fails: 0
Initial core utilization: 41.7%
Worst Setup End Kind: output port
Clock Buffer Count: 0
Peak Freq: 59.5 MHz
Crit-path max FO: 73
Routability cong.: 1.07
DRC violations left: 0
CP max stage cell: nand3_1
Cell Area, Synth: 0.00482 mm2
Setup repair bufs after CTS: 0
Synth area leader: ha_1
Log Warnings: 33
Gr usage total: 34.4%
Area after DPL: 0.00629 mm2
Post-Synthesis Cells: 758
Power density over cell area: 86.6 mW/mm2
Fin. max-slew vios: 0
Area leader share: 9.87%
Post-CTS Resized: 0
Critical path class: input pin to output port
Rows: 39
Min Clock Period, post-route: 16.81 ns
Share of layout cells above drive strength 1: 4.95%
Seq Cell Count: 0
Grt ovf: 0
Violation count after the first detailed-route iteration: 647
Core ar.: 0.0116 mm2
Average size of a mapped cell: 6.36 um2
Slew HR: 33.4%
CP peak stage delay: 0.74 ns
Family with the most delay on the worst path: simple AND/OR/NAND/NOR gates
Final setup fails: 0
Synth Seq Share: 0%
Pin count of the biggest net entering global routing: 74
Drt wl/cell: 21.4 um
Max IR drop VDD: 0.0394 mV
DR pass1 iterations: 24
Seq. cell area: 0 um2
Distinct lib cells used: 80
Number of hold-repair buffers added at the cts stage: 0
Setup_tns: 0 ns
Ys Warns: 0
P_leak: 0.00262 uW
Psw: 304 uW
Syn-to-layout area delta: 30.5%
## final timing paths
path / cells past startpoint / from / to
min: 4 / b[5] / x[6]
max: 23 / b[30] / y[25]
## tightest hold or removal path, cell delays in order
cell and delay, ns:
clkdlybuf4s50_1 0.42, inv_1 0.10, o21ai_0 0.09, clkdlybuf4s50_1 0.41
## layout by cell type (no fill, tap or decap), types with 5 or more instances in the layout
cell type and count:
mux2i_1 42, nand4_1 13, and2_1 7, a22oi_1 14, o211ai_1 9, xnor2_1 5, nand2_1 111, clkdlybuf4s50_1 144
nor4_1 9, nor2_1 76, nor3_1 12, a32oi_1 9, a21oi_1 52, o221ai_1 6, and3_1 5, o22ai_1 26
o32a_1 8, o32ai_1 6, buf_4 17, a221o_1 6, o21ai_0 62, ha_1 38, nand3_1 20, a221oi_1 5
a2bb2oi_1 11, mux2_2 5, inv_1 41, a21o_1 9, a211oi_1 14
## power by group through the flow
stage / Clock [uW] / Combinational [uW] / Sequential [uW]
finish: 0 / 544 / 0
global route: 0 / 583 / 0
CTS: 0 / 531 / 0
## cell type report
cell class	count	area [um2]	area share [%]
Multi-Input combinational cell	663	4370	69.6
Tap cell	143	179	2.85
Inverter	44	165	2.63
Timing Repair Buffer	161	1570	25.0
## cell families after synthesis
group | synth area share (%)
fa+ha+maj | 10.3
mux | 10.2
xor+xnor | 1.64
simple gates | 26.8
buf+inv | 9.32
other cells | 0.0778
compound gates | 41.6
## metrics by stage
step / utilization, % / setup WS (ns) / std cells
after floorplan: - / 8.58 / 759
after global placement: 54.4 / 6.41 / 1011
after detailed placement: 54.4 / 6.24 / 1011
after CTS: 54.4 / 6.24 / 1011
after global routing: 54.4 / 5.54 / 1011
final: 54.4 / 5.99 / 1011
## routing by layer
layer	up-vias	routed length (um)	GRT usage [%]	part of all wire, %
met5	-	0	0	0
met4	0	756	11.7	3.5
met3	50	2540	7.65	12
met2	420	9170	51.0	42
met1	3031	9190	49.1	42
li1	3127	-	-	-
No activity file was given, so power comes from the tool's default toggle rates.
